`design/flow/design.v`:
```
`timescale 1ns / 1ps
module bitChanger(
		 input [63:0] x,
		 input clk,
		 output reg [63:0] u
    );
	always @(posedge clk) begin: PLACEHOLDER_NAME  
	   integer i;  
	   for(i = 1; i < 8; i = i + 2)          
	   begin
			u[(8*(i+1)-1) -: 16] <= {x[8*i-1 -: 8], x[8*(i+1)-1 -: 8]};
	   end
	end
endmodule
```
`design/flow/run.sh`:
```
#!/bin/bash
# OpenROAD 26Q1-2900-gdf79404cd8, Yosys 0.63+post, stock flow scripts
make -C /OpenROAD-flow-scripts/flow DESIGN_CONFIG=/design/flow/config.mk WORK_HOME=/design/flow/orfs finish
```
`design/flow/config.mk`:
```
export PLATFORM = sky130hd
export DESIGN_NAME = bitChanger
export DESIGN_NICKNAME = bitChanger
export VERILOG_FILES = /design/flow/design.v
export SDC_FILE = /design/flow/constraint.sdc
export NUM_CORES = 4
export LEC_CHECK = 1
export CORE_AREA = 10 10 98 98
export DIE_AREA = 0 0 108 108
```
`design/flow/constraint.sdc`:
```
current_design bitChanger

set clk_period 1.0
set clk_io_pct 0.2

create_clock -name clk0 -period $clk_period [get_ports {clk}]

set non_clock_inputs [all_inputs -no_clocks]
set_input_delay [expr $clk_period * $clk_io_pct] -clock clk0 $non_clock_inputs
set_output_delay [expr $clk_period * $clk_io_pct] -clock clk0 [all_outputs]
```
==> flow.log <==
[metrics] run summary
INFO  metric setup_repair_after_global_routing_missed_its_margin = yes
INFO  metric critPathArrivalTime = 0.74 ns
INFO  metric post_cts_hold_buffer_count = 0
INFO  metric cts_root_buf = clkbuf_8
INFO  metric startpoint = u[38]
INFO  metric min-delay-start = x[1]
INFO  metric max_cap_viol_count = 0
INFO  metric wp_depth = 1
INFO  metric endpoint_kind = output pin
INFO  metric groute.layer.met2.usage = 9.44%
INFO  metric gp_congestion = 0.718
INFO  metric flip_flop_and_latch_count_after_synthesis = 64
INFO  metric cp.required = 0.80 ns
INFO  metric detail_route.antenna_diodes = 0
INFO  metric synth.lib_cells_used.distinct = 1
INFO  metric initialDrtViolationCount = 25
INFO  metric die_width = 108 um
INFO  metric final_hold_viol_count = 0
INFO  metric tritoncts = yes
INFO  metric finalClockPeriodUsage = 94.1%
INFO  metric register_area = 1280 sq um
INFO  metric vdd.ir_drop.worst = 0.814 mV
INFO  metric report.final.setup_viol = 0
INFO  metric io_buffer_count = 128
INFO  metric post_route_cells_drive_above_1_share = 39.9%
INFO  metric htree_levels = 3
INFO  metric top_register = u
INFO  metric route.final.wire_length = 4080 um
INFO  metric synth_sequential_area_ratio = 100%
INFO  metric pin_count = 129
INFO  metric p_leak = 1.15 nW
INFO  metric max_freq = 1060 MHz
INFO  metric largest_register_ff_count = 64
INFO  metric post_drt_via_cell_ratio = 3.01
INFO  metric timing.hold.worst_path_depth = 1
INFO  metric max_stage_delay = 0.31 ns
INFO  metric fillerInstances = 764
INFO  metric slowest_cell_on_the_critical_path = dfxtp_2
INFO  metric synth_cells = 64
INFO  metric finalCoreUtilization = 33.9%
INFO  metric synth.cell_area = 1280 sq um
INFO  metric slew_headroom = 93.0%
INFO  metric tightestPinTransition = 0.105 ns
INFO  metric multiInputCombCellCount = 0
INFO  metric pwr_density_cell = 2100 nW/um^2
INFO  metric path_max_fanout = 1
INFO  metric dr_total_vias = 932
INFO  metric detail_route.wl_per_cell = 13.2 um
INFO  metric grt_max_usage_layer = met2
INFO  metric status = complete, no violations
INFO  metric grt_use_met3 = 6.27%
INFO  metric ys_cells = 64
INFO  metric groute.usage.overall = 6.71%
INFO  metric grt_pass1_wl = 5800 um
INFO  metric postCtsSetupRepairBufs = 0
INFO  metric placement_rows = 32
INFO  metric first_global_vias = 984
INFO  metric detail-route-antenna-nets = 0
INFO  metric log_warnings = 26
INFO  metric setup.worst_path.class = flop to output pin
INFO  metric synth.avg_cell_area = 20.0 sq um
INFO  metric drc = 0
INFO  metric biggestRegsByFlops = u: 64 flops
INFO  metric yosys_chip_area = 1280 sq um
INFO  metric groute.layer.met1.usage = 7.32%
INFO  metric ctsLongestPathBuffers = 2
INFO  metric design_power_total = 5.45 mW
INFO  metric area_growth_syn_to_layout = 102%
INFO  metric cp.buffers_inverters = 1
INFO  metric clock-sinks = 64
INFO  metric fp_util = 16.8%
INFO  metric timing.critical_path.max_delay_family = flip-flops
INFO  metric multi_input_combinational_cell_area = 0 sq um
INFO  metric synth.yosys.warnings = 1
INFO  metric drt_pass1_iterations = 2
INFO  metric setup.worst_path.start_class = flop
INFO  metric min_period = 0.941 ns
INFO  metric hold_path_class = primary input to flop
INFO  metric cts-buffers-inserted = 9
INFO  metric fp.dieArea = 11700 sq um
INFO  metric largest_net_degree_at_the_start_of_global_routing = 12
INFO  metric critical_path.cell_chain = buf_2
INFO  metric grt_antenna_before_repair = 0
INFO  metric number_of_slew_limit_violations_in_the_final_report = 0
INFO  metric globalRoute.totalOverflow = 0
INFO  metric coreArea = 7650 sq um
INFO  metric die_h = 108 um
INFO  metric clk_transition_reported_paths = 0.07 ns
-- per-stage QoR --
stage / instances / TNS (ns) / cell area (sq um) / setup WS [ns] / hold WS (ns)
6_report: 310 / 0 / 2590 / 0.0590 / 0.299
5_1_grt: 310 / -0.0125 / 2590 / -0.00975 / 0.272
2_1_floorplan: 64 / 0 / 1280 / 0.538 / 0.228
3_3_place_gp: 294 / -0.00688 / 2690 / -0.00683 / 0.649
4_1_cts: 310 / 0 / 2590 / 0.0221 / 0.276
3_5_place_dp: 294 / -0.0100 / 2690 / -0.0100 / 0.652
-- path summary, 6_finish.rpt --
| kind | end |
|---|---|
| setup / recovery | u[38] |
| hold / removal | u[9] |
-- layout make-up --
cell class	instances	area share (%)
clock buffer	10	5.31
clock inverter	6	3.18
sequential	64	49.5
tap	102	4.92
timing repair buffer	128	37.0
-- kinds of logic (layout without fill, tap and decap cells) --
kind of cell  count (synthesis)  after routing  synth area share [%]
buf+inv                       0            144                     0
flops                        64             64                   100
-- cell usage in the layout, fill, tap and decap left out, drive strengths merged --
master,synthesis,routed
clkdlybuf4s50,0,64
buf,0,64
dfxtp,64,64
clkbuf,0,10
clkinv,0,3
bufinv,0,2
clkinvlp,0,1
-- timing repair --
item	4_1_cts	5_1_grt
resized	200	3
gates cloned	0	0
setup endpoints to repair	64	3
-- routing by layer --
layer  vias to the layer above  share of wire, %
met4                         0               1.8
met1                       382                35
met3                         5                18
li1                        474                 -
met5                         -                 0
met2                        71                45
-- synthesized netlist by cell type --
cell / number / area [sq um]
dfxtp_1: 64 / 1280
-- power by group --
part / internal [mW] / switching (mW)
Clock: 1.46 / 0.931
Sequential: 2.69 / 0.0238
Combinational: 0.297 / 0.0560
Total: 4.44 / 1.01
Power is estimated from default activity; no workload was simulated.
