==> /design/flow/design.v <==
 module Filter(	
      clk,data_in,
      data_out
);
 input clk,data_in;
 output  data_out;
 parameter   wd=3;
 parameter   n=7;
 parameter   bound=5;
 reg holder;
 reg[wd-1:0] counter;
	always @(posedge clk)
		begin
			if(data_in == 1'b1 && counter < n)
				counter <= counter + {{(wd-1){1'd0}},1'd1};
			else if(data_in == 1'b0 && counter > 0)	
				counter <= counter + {(wd){1'd1}};
			holder <= data_out;				
		end
    assign data_out		= (counter <= n-bound)? 1'b0:
						  (counter >= bound)? 1'b1 : holder;
endmodule
`timescale 1ns / 1ps
module ssdControl(
    input clk, BTNC, BTNL, BTNR, BTNU, BTND,
    input[3:0] pol1, pol2, thief1, thief2,
    output reg [6:0] ssd,
    output reg [7:0] AN,
    output reg [15:0] LED
    );
    reg [2:0] select;
    wire outClk, outClkSlow, outReset, outU, outR, outL, outD, sigD, sigU, sigL, sigR, sigReset;
    reg [3:0]  digit, t1, t2, p1, p2;
    reg [7:0] moveCount, minMoves;
    wire[7:0] decimalCount;
    reg wonGame = 0, lostGame = 0;
    task getDistance;
        input [3:0] p1, p2, t1, t2;
        output reg [7:0] distance;
        reg [3:0] xDiff, yDiff;
        begin
            xDiff  = t1 - p1;
            if(xDiff[3] == 1)
                xDiff = ~xDiff+1;  
            yDiff  = t2 - p2;
            if(yDiff[3] == 1)
                yDiff = ~yDiff+1;  
            distance = xDiff + yDiff;
        end
    endtask
    clkDivider ssdClk(.clk(clk), .out_1kHz(outClk));
    clkDivider2 ledClk(.clk(clk), .outSig(outClkSlow));
    bcd bcdDecoder(.number(moveCount), .tens(decimalCount[7:4]), .ones(decimalCount[3:0]));
    Filter #(.wd(16),.n(65535),.bound(64000)) resetButton(.clk(clk),.data_in(BTNC), .data_out(outReset));
    Debouncer centerD(.clk(clk),.sigIn(outReset),.sigOut(sigReset));
    Filter #(.wd(16),.n(65535),.bound(64000)) left(.clk(clk),.data_in(BTNL), .data_out(outL));
    Debouncer leftD(.clk(clk),.sigIn(outL),.sigOut(sigL));
    Filter #(.wd(16),.n(65535),.bound(64000)) right(.clk(clk),.data_in(BTNR), .data_out(outR));
    Debouncer rightD(.clk(clk),.sigIn(outR), .sigOut(sigR));
    Filter #(.wd(16),.n(65535),.bound(64000)) up(.clk(clk),.data_in(BTNU), .data_out(outU));
    Debouncer upD(.clk(clk),.sigIn(outU), .sigOut(sigU));
    Filter #(.wd(16),.n(65535),.bound(64000)) down(.clk(clk),.data_in(BTND), .data_out(outD));
    Debouncer downD(.clk(clk),.sigIn(outD), .sigOut(sigD));
    always@(posedge outClkSlow)
    begin
        if(wonGame == 1)
            LED[15:0] <= ~LED[15:0];
        else
            LED[15:0] <= {15{1'b0}};
    end
    always@(posedge clk)
    begin
        if((p1 == t1) && (p2 == t2) && moveCount < (minMoves+6))
        begin
            wonGame <= 1;
        end
        else if(moveCount >= (minMoves+5))
            lostGame <= 1;
        else
        begin
            wonGame <= 0;
            lostGame <= 0;
        end
        if(sigReset)     
        begin
            p1 <= pol1;
            p2 <= pol2;
            t1 <= thief1;
            t2 <= thief2;
            moveCount <= 0;
            getDistance(pol1, pol2, thief1, thief2, minMoves);  
        end
        else if(wonGame || lostGame)
        begin
            p1 <= p1;
            p2 <= p2;
            moveCount <= moveCount;
        end
        else if(sigL)     
        begin
            moveCount = moveCount + 1;
            if(p1 != 4'b0000)
                p1 <= p1 - 1;
        end
        else if(sigR)     
        begin
            moveCount = moveCount + 1;
            if(p1 != 4'b1111)
                p1 <= p1 + 1;
        end
        else if(sigU)     
        begin
            moveCount = moveCount + 1;
            if(p2 != 4'b1111)
                p2 <= p2 + 1;
        end
        else if(sigD)     
        begin
            moveCount = moveCount + 1;
            if(p2 != 4'b0000)
                p2 <= p2 - 1;
        end
    end
    always@(posedge outClk)
    begin
        if (outReset)
            select <= 0;
        else
            select <= select + 1;
    end
    always@(*)
    case(select)
    3'b000:
        begin
        digit <= p2;
        AN <= 8'b11101111;
    end
    3'b001:
    begin
        digit <= p1;
        AN <= 8'b11011111;
    end
    3'b010:
    begin
        digit <= t2;
        AN <= 8'b10111111;
    end
    3'b011:
    begin
        digit <= t1;
        AN <= 8'b01111111;
    end
    3'b100:
    begin
        digit <= decimalCount[7:4];
        AN <= 8'b11111101;
    end
    3'b101:
    begin
        digit <= decimalCount[3:0];
        AN <= 8'b11111110;
    end
    default:
    begin
        digit <= decimalCount[3:0];
        AN <= 8'b11111111;
    end
    endcase
    always @(posedge clk)
    case (digit)
      4'b0000: ssd <= 7'b0000001;
      4'b0001: ssd <= 7'b1001111;
      4'b0010: ssd <= 7'b0010010;
      4'b0011: ssd <= 7'b0000110;
      4'b0100: ssd <= 7'b1001100;
      4'b0101: ssd <= 7'b0100100;
      4'b0110: ssd <= 7'b0100000;
      4'b0111: ssd <= 7'b0001111;
      4'b1000: ssd <= 7'b0000000;
      4'b1001: ssd <= 7'b0000100;
      4'b1010: ssd <= 7'b0001000;
      4'b1011: ssd <= 7'b1100000;
      4'b1100: ssd <= 7'b0110001;
      4'b1101: ssd <= 7'b1000010;
      4'b1110: ssd <= 7'b0110000;
      4'b1111: ssd <= 7'b0111000;
endcase   
endmodule
module clkDivider(
    input clk,
    output reg out_1kHz
    );
    reg [16:0] count_reg = 0;
    always @(posedge clk) begin
     begin
        if (count_reg < 100000) 
        begin
            count_reg <= count_reg + 1;
        end 
        else begin
            count_reg <= 0;
            out_1kHz <= ~out_1kHz;
            end	
        end
    end
endmodule
module clkDivider2(
    input clk,
    output reg outSig
    );
    reg [27:0] count_reg = 0;
    always @(posedge clk) begin
     begin
        if (count_reg < 50000000) 
        begin
            count_reg <= count_reg + 1;
        end 
        else begin
            count_reg <= 0;
            outSig <= ~outSig;
            end	
        end
    end
endmodule
module Debouncer(
    input clk, sigIn, q,
    output sigOut
);
    dff_resetless r1(.clk(clk), .data(sigIn), .q(q));
    assign sigOut = sigIn & !q;
endmodule
module dff_resetless(
    input clk,
    input data, 
    output reg q
);
    always@(posedge clk)
    begin
        q <= data;
    end
endmodule
module bcd(number, tens, ones);
   input  [7:0] number;
   output reg [3:0] tens;
   output reg [3:0] ones;
   reg [19:0] shift;
   integer i;
   always @(number)
   begin
      shift[15:8] = 0;
      shift[7:0] = number;
      for (i=0; i<8; i=i+1) begin
         if (shift[11:8] >= 5)
            shift[11:8] = shift[11:8] + 3;
         if (shift[15:12] >= 5)
            shift[15:12] = shift[15:12] + 3;
         shift = shift << 1;
      end
      tens     = shift[15:12];
      ones     = shift[11:8];
   end
endmodule
==> /design/flow/run.sh <==
#!/bin/bash
# OpenROAD 26Q1-2900-gdf79404cd8, Yosys 0.63+post, stock flow scripts
make -C /OpenROAD-flow-scripts/flow DESIGN_CONFIG=/design/flow/config.mk WORK_HOME=/design/flow/orfs finish
==> /design/flow/config.mk <==
export PLATFORM = sky130hd
export DESIGN_NAME = ssdControl
export DESIGN_NICKNAME = ssdControl
export VERILOG_FILES = /design/flow/design.v
export SDC_FILE = /design/flow/constraint.sdc
export NUM_CORES = 4
export LEC_CHECK = 1
export CORE_UTILIZATION = 50
==> /design/flow/constraint.sdc <==
current_design ssdControl

set clk_period 9.8
set clk_io_pct 0.2

create_clock -name clk0 -period $clk_period [get_ports {clk}]

set non_clock_inputs [all_inputs -no_clocks]
set_input_delay [expr $clk_period * $clk_io_pct] -clock clk0 $non_clock_inputs
set_output_delay [expr $clk_period * $clk_io_pct] -clock clk0 [all_outputs]
==> results.txt <==
Item: results of the latest flow run.

- The most common cell after layout, fill and taps aside is sky130_fd_sc_hd__ha_1.
- The flow ran to the end, and the final reports show no timing, DRC or antenna violations.
- TritonRoute output was used to compute an average wire per cell of 13.9 um.
- For reference, the final report shows the max-slew violation count at 0.
- The worst-margin pin slew is 0.783 ns.
- The leakage power summed over all cells is 0.00550 uW.
- The floorplan has 56 rows.
- The critical path startpoint category is a register.
- The placement summary gives the final routability congestion estimate as 0.854.
- The chip area from the yosys synthesis statistics is 12200 um2.
- The cell total in the yosys stat output is 1236.
- By instance count, the cell type seen most on the critical path is sky130_fd_sc_hd__ha_1.
- For flop-to-flop paths, the worst setup slack is 3.56 ns.
- TritonCTS built the clock tree.
- The buffer depth of the longest clock path is 2.
- Warnings raised by the tools during the run amount to 41.
- The most frequently used flop master after synthesis is sky130_fd_sc_hd__edfxtp_1.
- Along the worst hold path, the cell count comes to 1.
- The post-synthesis async set-or-reset flop share is 0.
- The number of unconstrained endpoints is 41.
- The largest voltage drop on the vdd net is 0.000155 V.
- The netlist uses 79 different library cells.
- Post-route period utilization is reported as 0.637.
- The wire length after detailed routing is 22600 um.
- The number of clock buffers inserted by TritonCTS is 17.
- The die height is between 150 and 200 um.
- Per the detail_route report, inserted antenna diodes total 0.
- The script logs the ratio of routed vias to standard cells as 5.38.
- Global routing finished with a remaining overflow of 0.
- The number of instances in the synthesized netlist is 1236.
- The number of optimization iterations in the first detailed-route pass is 5.
- The worst min-delay path class is reg2reg.
- The final antenna-violating net count is 0.
- The largest net degree at the start of global routing is 39.
- STA classifies the critical path endpoint as a register.
- STA shows the worst min-delay path finishing at ssdClk.count_reg[0].
- The number of global-route vias before repair was 8108.
- The area enclosed by the die boundary is about 25000 um2.
- The worst-case max-slew headroom was logged as 0.475.
- Summing every instance area after synthesis gives about 12000 um2.
- The longest incremental delay of any stage on the critical path is reported as 0.56 ns.
- The number of vias in the routed layout is roughly 9000.
- The final critical-path setup slack is 3.56 ns.
- In this run the critical register-to-register path is captured at ssd[0].
- The shortest period the worst path allows is 6.24 ns.
- Hold-check failures listed in the final report amount to 0.
- The startpoint of the lowest-slack hold path is ssdClk.count_reg[0].
- In the layout the commonest cells are sky130_fd_sc_hd__ha_1, sky130_fd_sc_hd__nor2_1, sky130_fd_sc_hd__edfxtp_1, sky130_fd_sc_hd__inv_1, sky130_fd_sc_hd__xnor2_1.
- Clock tree synthesis selected as its root buffer the cell sky130_fd_sc_hd__clkbuf_16.
- Setup repair after global routing left no endpoint under its margin.
- The number of register pins that no clock reaches is 19.
- The post-synth tally of flip-flops with integrated enable is 104.
- The insertion delay of the later-clocked pin in the worst-skew pair is 0.42 ns.
- The count of maximum capacitance violations is 0.
- The flow measured a signed area growth from synthesis to layout of 12.3%.
- The overall routing resource usage is 0.197.
- Per the repair_timing log after CTS, setup buffers inserted total 0.
- The number of antenna violations at the first check in global routing was 0.
- The filler cells instantiated in the layout total 1993.
- Between clock sinks in the finished design, the worst skew comes to 0.0138 ns.
- The number of cells on the worst reg-to-reg path is 26.
- Of the synthesized area, sequential elements account for 0.394.
- Of the cells placed in the final design, the portion with a size suffix greater than 1 is 0.0594.
- The synthesized area per cell is 9.91 um2.
- Logged for this run, the post-placement worst setup slack is 3.63 ns.
- The number of remaining DRC errors is 0.
- The number of storage elements in the synthesis netlist is 189.
- The fmax is 160 MHz.
- The worst flop-to-flop path startpoint is moveCount[6].
- Counting the warning lines in the Yosys log gives 6.
- The arrival time at the worst endpoint is between 6 and 7 ns.
- The initial utilization of the core area, before any placement, comes to 0.516.
- The register with the most flip-flops in the layout has 28 of them.
- For this design, the slowest cell found on the critical path is sky130_fd_sc_hd__a32oi_2.
- The number of instances resized during post-cts repair is 0.
- From the final report, the count of setup violators was given as 0.
- The placed wire-length estimate after detailed placement is 17000 um.
- The number of port buffers is 50.
- The first global-routing pass estimated between 30000 and 40000 um of wire.
- After routing, the total negative slack on setup checks comes to 0 ns.
- The overall die width is between 150 and 200 um.
- During I/O placement, the number of pins put on the boundary was 53.
- The depth of the CTS H-tree is 4.
- The type of the worst setup path is reg2reg.
- The area of the placeable core is 23800 um2.
- The total power divided by cell area is 284 nW/um2.
- The initial detailed-routing violation count is roughly 450.
- The post-cts hold buffer count is 0.
- The register clock-pin slew on the reported worst setup and hold paths is 0.08 ns.
- The required time at the worst-slack endpoint is 10.11 ns.
- The largest fanout of any net on the critical path is 11.
[report_power, final]
part / switching [uW] / total [uW] / internal [uW]
combinational: 954 / 1850 / 898
sequential: 245 / 1390 / 1140
clock: 321 / 661 / 339
[final cells by class]
type / instances / area [um2] / area share
Multi-Input combinational cell: 933 / 7000 / 0.509
Clock buffer: 17 / 425 / 0.0309
Sequential cell: 189 / 4820 / 0.351
Tap cell: 319 / 399 / 0.0290
Clock inverter: 15 / 154 / 0.0112
Timing Repair Buffer: 61 / 583 / 0.0424
Inverter: 98 / 368 / 0.0267
[per-stage QoR]
stage	hold WS (ns)	utilization	area, um2	instances	power [uW]
after floorplan	0.413	-	12300	1238	2870
after global placement	0.427	0.555	13200	1600	3230
after detailed placement	0.448	0.555	13200	1600	3250
after CTS	0.465	0.579	13800	1632	3940
after global routing	0.492	0.579	13800	1632	4250
final	0.458	0.579	13800	1632	3900
[critical path: cells and delay by family (launching register included)]
kind / cells / cell delay, ns
xor+xnor: 2 / 0.47
compound gates: 9 / 2.28
fa+ha+maj: 5 / 1.27
simple gates: 5 / 0.85
flops: 1 / 0.50
buf+inv: 3 / 0.35
mux: 2 / 0.38
[Yosys cell counts (all sizes together) (4+ instances only)]
cell type / n / area, um2
o2111ai: 7 / 61.3
clkbuf: 12 / 45.0
and3: 10 / 62.6
o211ai: 8 / 60.1
nor2: 105 / 394
o22ai: 6 / 37.5
o31ai: 6 / 45.0
a2111oi: 10 / 95.1
buf: 6 / 56.3
and2: 5 / 31.3
a211oi: 6 / 50.1
or2: 7 / 43.8
o21ai: 37 / 189
nor2b: 35 / 219
nor4: 18 / 113
dfxtp: 85 / 1700
o31a: 4 / 35.0
nand3: 37 / 185
o21a: 8 / 60.1
a21o: 20 / 158
nand2b: 8 / 50.1
mux2i: 9 / 97.6
a222oi: 4 / 40.0
mux2: 5 / 60.1
a21oi: 83 / 419
or3: 16 / 100
edfxtp: 104 / 3120
ha: 128 / 1600
and4: 6 / 52.6
or4: 8 / 60.1
o21bai: 31 / 233
fa: 10 / 200
nor3: 16 / 80.1
inv: 98 / 368
xnor2: 96 / 841
nand2: 58 / 218
a31oi: 4 / 25.0
nand4: 24 / 150
xor2: 52 / 455
[cell families (layout without fill, tap and decap cells)]
group,Yosys count,after routing,share of synthesized area
AND-OR/OR-AND,270,270,0.154
XOR/XNOR,148,148,0.106
adder cells (fa/ha/maj),138,138,0.147
buffers and inverters,116,191,0.0383
flip-flops,189,189,0.394
multiplexers,14,14,0.0129
other,2,4,0.000613
AND/OR/NAND/NOR,359,359,0.148
[worst max path at each step]
stage | from | end | depth (start not counted)
4_1_cts | moveCount[6] | ssd[0] | 26
5_1_grt | moveCount[5] | ssd[0] | 25
6_report | moveCount[6] | ssd[0] | 26
[layer usage]
| layer | track usage | up-vias | share of wire |
|---|---|---|---|
| met5 | 0 | - | 0 |
| met3 | 0.0338 | 11 | 0.038 |
| met2 | 0.303 | 128 | 0.44 |
| met1 | 0.320 | 3996 | 0.52 |
| li1 | - | 4641 | - |
| met4 | 0.0137 | 0 | 0.0086 |
Power and IR drop assume default switching activity.
