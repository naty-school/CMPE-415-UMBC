File: flow/config.mk
export PLATFORM = sky130hd
export DESIGN_NAME = regALUIf
export DESIGN_NICKNAME = regALUIf
export VERILOG_FILES = /design/flow/design.v
export SDC_FILE = /design/flow/constraint.sdc
export NUM_CORES = 4
export LEC_CHECK = 1
export CORE_UTILIZATION = 30
File: flow/design.v
`timescale 1ns / 1ps
module regALUCase(  
    input [7:0] num1,
    input [7:0] num2,
    input [3:0] select,
    input clk,
    input reset,
    output reg [7:0] result
    );
    always@(posedge clk)
    begin
    if(reset)
        begin
            result <= 0;
        end
    else
        case(select)
            0:      result = num1 + num2;
            1:      result = num1 - num2;
            2:      result = num1 * num2;
            3:      result = num1 << num2;
            4:      result = num1 >>> num2;
            5:      result = num1 & num2;
            6:      result = num1 | num2;
            7:      result = num1 ^ num2;
            8:      result = !(num1 & num2);
            default:    result = -num1;
        endcase
    end
endmodule
module regALUIf(
    input [7:0] num1,
    input [7:0] num2,
    input [3:0] select,
    input clk,
    input reset,
    output reg [7:0] result
    );
    always@(posedge clk)
    begin
    if(reset)
        result <= 0;
    else
        if(select == 0)
            result = num1 + num2;
        else if(select == 1)
            result = num1 - num2;  
        else if(select == 2)
            result = num1 * num2;    
        else if(select == 3)
            result = num1 << num2;    
        else if(select == 4)
            result = num1 >>> num2;    
        else if(select == 5)
            result = num1 & num2;    
        else if(select == 6)
            result = num1 | num2;
        else if(select == 7)
            result = num1 ^ num2;    
        else if(select == 8)
            result = !(num1 & num2);    
        else
            result = -num1;               
    end
endmodule
File: flow/run.sh
#!/bin/bash
# OpenROAD 26Q1-2900-gdf79404cd8, Yosys 0.63+post, stock flow scripts
make -C /OpenROAD-flow-scripts/flow DESIGN_CONFIG=/design/flow/config.mk WORK_HOME=/design/flow/orfs finish
File: flow/constraint.sdc
current_design regALUIf

set clk_period 3.8
set clk_io_pct 0.2

create_clock -name clk0 -period $clk_period [get_ports {clk}]

set non_clock_inputs [all_inputs -no_clocks]
set_input_delay [expr $clk_period * $clk_io_pct] -clock clk0 $non_clock_inputs
set_output_delay [expr $clk_period * $clk_io_pct] -clock clk0 [all_outputs]
==> impl_metrics.ini <==
; generated from flow reports
[outcome]
status = finished with violations
violations = negative setup slack

[power_and_ir_drop]
comb_power_share_pct = 78.4
leakagePower_nw = 1.82
peakVddDrop_uv = 173
p_int_mw = 0.496
power_density_nw_per_um2 = 222
seqPwrFrac_pct = 10.7
p_clk_share_pct = 10.9
swShare_pct = 44.9
p_switching_mw = 0.405

[worst_setup_path]
critPathRequiredTime_ns = 3.93
crit_chain = buf_8, buf_6, nand2_2, fa_2, fa_1, inv_2, fa_1, inv_1, fa_2, inv_2, ha_4, buf_6, xor2_4, o211ai_1, nor2_1, a211oi_1
critPathTopFamily = adder cells
crit_buf_inv = 6
crit_type = input pin to flop
start_kind = input pin
critical_path_arrival_ns = 4.02
slowest_delay_ns = 0.53
cp-end-kind = flop
slowest_stage = fa_1
cp_max_fo = 3

[place]
finalWeightedCongestion = 0.991
portBuffers = 29
pre_cts_slack_ns = -0.809
placed_cell_area_sq_um = 3910
hpwl_microns = 9150

[timing]
finalCritPeriodShare_pct = 102
max_slew_margin_pct = 64.0
worst_pin_slew_ns = 0.537
rsz0062_at_grt = true
hold_slack_ns = 1.26
min_period_ns = 3.88
hold_viol_final = 0
setup_violations = 2
drv_slew = 0
fin_ws_ns = -0.0840
max_freq_mhz = 257

[synth]
yosys.area_share.aoi_pct = 24.6
mux_share_pct = 4.76
postSynthSeqShare_pct = 5.12
xor_area_share_pct = 8.67
synth-async-reset-ratio_pct = 0
top_logic_kind = adder cells
ys.flops = 8
ff_type = dfxtp_1
synth_top_cell_by_area = ha_1
simple_gate_share_pct = 20.5
top_cell_area_share_pct = 16.0
yosys_warnings = 1
fa_ha_area_share_pct = 24.9
netlist_area_sq_um = 3130
synth.distinct_cells = 62
yosysChipArea_sq_um = 3130
edf_count = 0
syn_avg_cell_area_sq_um = 7.18
synthCells = 436
top_cells_by_area = ha_1, fa_1, xnor2_1
yosys_cells = 436

[grt]
grt_pass1_vias = 3226
gr-total-overflow = 0
antenna_found_initial = 0
grt_pass1_wl_microns = 17700
grt_max_degree = 23
track_usage_pct = 21.3

[cells_and_area]
drive_above_1_share_pct = 22.6
top_regs = result x8
fin_util_pct = 40.7
largest_reg_flops = 8
area_delta_synth_final_pct = 29.6
largest-register = result
fin_area_sq_um = 4060

[route]
vias = 3362
drtIter0Drc = 288
drt-wirelength-per-cell_microns = 17.4
firstDrtPassIters = 5
num_antenna_cells = 0
ant_nets = 0
routed_wl_microns = 10900
route.detailed.drc = 0
vias_per_cell = 5.34

[floorplanning]
die_x_microns = 104
ios = 30
chipHeight_microns = 104
initial_core_util_pct = 31.4
die_area_sq_um = 10800
core_sq_um = 9950
rows = 36

[cts]
cts_made_buffers = 3
cts.sinks = 8
hold_buffers = 0
cts-root-buf = clkbuf_8
cts_buffer_depth = 2
tritoncts = done
htreeDepth = 1
cts.clk_slew.worst_paths_ns = 0.04

[run]
warnings = 43
maxCapViolCount = 0

[worst_hold_path]
min_path_type = input pin to flop
cells by family (layout without fill, tap and decap cells):
kind of cell / after synthesis / in the layout
simple gates: 133 / 133
mux: 13 / 13
xor+xnor: 31 / 31
buf+inv: 82 / 142
flops: 8 / 8
fa+ha+maj: 54 / 54
compound gates: 115 / 115
through the flow:
| step | cells | TNS, ns | power (mW) |
|---|---|---|---|
| finish | 629 | -0.144 | 0.901 |
| global route | 629 | -0.391 | 0.981 |
| floorplan | 436 | -0.0949 | 0.523 |
| detailed placement | 624 | -2.54 | 0.755 |
| global placement | 624 | -2.46 | 0.753 |
| CTS | 627 | -0.129 | 0.874 |
final cells by class:
| cell class | count | area [sq um] |
|---|---|---|
| Multi-Input combinational cell | 346 | 2750 |
| Sequential cell | 8 | 160 |
| Tap cell | 133 | 166 |
| Inverter | 54 | 215 |
| Fill cell | 1002 | 5900 |
| Timing Repair Buffer | 85 | 724 |
| Clock buffer | 3 | 41.3 |
metal layers:
metal  global-route usage [%]  routed length (microns)  up-vias
met1                     31.9                     5050     1554
met4                     7.35                      471        0
met2                     32.4                     4840      143
li1                         -                        -     1635
met3                     1.72                      550       30
met5                        0                        0        -
path summary, 6_finish.rpt:
check / from / endpoint / cells after the start / slack, ns
setup / recovery: num1[2] / result[6] / 16 / -0.08
hold / removal: num2[3] / result[0] / 6 / 1.26
placed cells by master (no fill, tap or decap), drive strengths merged, types with 14 or more instances in the layout:
master | netlist | final
nor2 | 54 | 54
o21ai | 25 | 25
inv | 53 | 52
nand2 | 36 | 36
buf | 17 | 63
a21oi | 26 | 26
clkdlybuf4s50 | 0 | 15
fa | 14 | 14
xnor2 | 24 | 24
ha | 40 | 40
power groups by stage:
stage | combinational [mW] | sequential, mW | clock [mW]
final | 0.706 | 0.0963 | 0.0987
after global routing | 0.779 | 0.0969 | 0.106
after CTS | 0.677 | 0.0965 | 0.101
Yosys cell counts (3+ instances only):
cell type / n
nor2_1: 54
inv_1: 52
ha_1: 40
nand2_1: 36
a21oi_1: 26
o21ai_0: 25
xnor2_1: 24
fa_1: 14
mux2i_1: 10
nand3_1: 10
clkbuf_1: 9
buf_2: 8
dfxtp_1: 8
a21o_1: 7
o211ai_1: 7
xor2_1: 7
a211oi_1: 6
a221oi_1: 6
buf_4: 6
and2_1: 5
a211o_1: 4
a31oi_1: 4
nand2b_1: 4
o22ai_1: 4
a32oi_1: 3
nor3_1: 3
nor3_2: 3
o221ai_1: 3
or4_1: 3
timing repair:
item / in CTS / in global routing
pin swaps: 18 / 9
gates resized: 62 / 11
setup buffers: 0 / 2
endpoints found under the hold margin: 0 / 0
endpoints found under the setup margin: 4 / 2
Power figures rest on the tool's default switching activity, not on a simulated workload.
